### run.sh
#!/bin/bash
# OpenROAD 26Q1-2900-gdf79404cd8, Yosys 0.63+post, stock flow scripts
make -C /OpenROAD-flow-scripts/flow DESIGN_CONFIG=/design/flow/config.mk WORK_HOME=/design/flow/orfs finish
### config.mk
export PLATFORM = sky130hd
export DESIGN_NAME = Top
export DESIGN_NICKNAME = Top
export VERILOG_FILES = /design/flow/design.v
export SDC_FILE = /design/flow/constraint.sdc
export NUM_CORES = 4
export LEC_CHECK = 1
export CORE_UTILIZATION = 50
### constraint.sdc
current_design Top

set clk_period 4.5
set clk_io_pct 0.2

create_clock -name clk0 -period $clk_period [get_ports {Clk}]

set non_clock_inputs [all_inputs -no_clocks]
set_input_delay [expr $clk_period * $clk_io_pct] -clock clk0 $non_clock_inputs
set_output_delay [expr $clk_period * $clk_io_pct] -clock clk0 [all_outputs]
### design.v
module Top (Clk,Rst_n,Rx,Tx,RxData);
input Clk;					 
input Rst_n;				 
input Rx;					 
output Tx;					 
output [7:0] RxData;		 
wire [7:0] TxData;
wire RxDone;
wire TxDone;
wire tick;
wire TxEn;
wire RxEn;
wire [3:0] NBits;
wire [15:0] BaudRate;
assign RxEn = 1'b1;
assign TxEn = 1'b1;
assign BaudRate = 16'd325;			 
assign NBits = 4'b1000;
UART_rs232_rx I_RS232RX(
	.Clk(Clk),
	.Rst_n(Rst_n),
	.RxEn(RxEn),
	.RxData(RxData),
	.RxDone(RxDone),
	.Rx(Rx),
	.Tick(tick),
	.NBits(NBits)
	);
UART_rs232_tx I_RS232TX(
	.Clk(Clk),
	.Rst_n(Rst_n),
	.TxEn(TxEn),
	.TxData(TxData),
	.TxDone(TxDone),
	.Tx(Tx),
	.Tick(tick),
	.NBits(NBits)
	);
UART_baudrate_generator I_BAUDGEN(
	.Clk(Clk),
	.Rst_n(Rst_n),
	.Tick(tick),
	.Baudrate(BaudRate)
	);
endmodule
module UART_baudrate_generator (Clk,Rst_n,Tick,Baudrate);
input Clk;
input Rst_n;
input [15:0] Baudrate;
output Tick;
reg [15:0] baudRateReg;
always @ (posedge Clk or negedge Rst_n)
	if (!Rst_n)	baudRateReg <= 16'b1;
	else if (Tick)	baudRateReg <= 16'b1;
	else baudRateReg <= baudRateReg + 1'b1;
assign Tick = (baudRateReg == Baudrate);
endmodule
module UART_rs232_rx(Clk,Rst_n,RxEn,RxData,RxDone,Rx,Tick,NBits);
input Clk, Rst_n, RxEn, Rx, Tick;
input [3:0]NBits;
output RxDone;
output [7:0]RxData;
parameter IDLE = 1'b0, READ = 1'b1;
reg [1:0] State, Next;					 
reg read_enable = 1'b0;					 
reg start_bit = 1'b1;					 
reg RxDone = 1'b0;						 
reg [4:0]Bit = 5'b00000;				 
reg [3:0]counter = 4'b0000;			 
reg [7:0]Read_data = 8'b00000000;	 
reg [7:0]RxData;
always @ (posedge Clk or negedge Rst_n)
begin
	if (!Rst_n)		State <= IDLE;			 
	else				State <= Next;			 
end
always @ (State or Rx or RxEn or RxDone)
begin
	case(State)
		IDLE: if(!Rx & RxEn)		Next = READ;	 
				else					Next = IDLE;
		READ:	if(RxDone)			Next = IDLE;	 
				else					Next = READ;
		default						Next = IDLE;
	endcase
end
always @ (State or RxDone)
begin
	case (State)
		READ:	begin
					read_enable <= 1'b1;		 
				end
		IDLE:	begin
					read_enable <= 1'b0;		 
				end
	endcase
end
always @ (posedge Tick)
begin
	if (read_enable)
	begin
		RxDone <= 1'b0;
		counter <= counter + 1;		 
		if ((counter == 4'b1000) & (start_bit))	 
		begin
			start_bit <= 1'b0;
			counter <= 4'b0000;
		end
		if ((counter == 4'b1111) & (!start_bit) & (Bit < NBits))		 
		begin
			Bit <= Bit + 1;
			Read_data <= {Rx,Read_data[7:1]};
			counter <= 4'b0000;
		end
		if ((counter == 4'b1111) & (Bit == NBits) & (Rx))		 
		begin
			Bit <= 4'b0000;
			RxDone <= 1'b1;
			counter <= 4'b0000;
			start_bit <= 1'b1;
		end
	end
end
always @ (posedge Clk)
begin
	if (NBits == 4'b1000)
	begin
		RxData[7:0] <= Read_data[7:0];
	end
	if (NBits == 4'b0111)
	begin
		RxData[7:0] <= {1'b0,Read_data[7:1]};
	end
	if (NBits == 4'b0110)
	begin
		RxData[7:0] <= {1'b0,1'b0,Read_data[7:2]};
	end
end
endmodule
module UART_rs232_tx (Clk,Rst_n,TxEn,TxData,TxDone,Tx,Tick,NBits);
input Clk, Rst_n, TxEn, Tick;
input [3:0]NBits;
input [7:0]TxData;
output Tx;
output TxDone;
parameter IDLE = 1'b0, WRITE = 1'b1;
reg State, Next;						 
reg TxDone = 1'b0;					 
reg Tx;									 
reg write_enable = 1'b0;			 
reg start_bit = 1'b1;				 
reg stop_bit = 1'b0;					 
reg [4:0] Bit = 5'b00000;			 
reg [3:0] counter = 4'b0000;		 
reg [7:0] in_data = 8'b00000000;	 
reg [1:0] R_edge;						 
wire D_edge;							
always @ (posedge Clk or negedge Rst_n)
begin
	if (!Rst_n)		State <= IDLE;			 
	else 				State <= Next;
end
always @ (State or D_edge or TxData or TxDone)
begin
	case (State)
		IDLE: if (D_edge)			Next = WRITE;
				else 					Next = IDLE;
		WRITE: if (TxDone)		Next = IDLE;
				 else 				Next = WRITE;
		default 						Next = IDLE;
	endcase
end
always @ (State)
begin
	case (State)
		WRITE:begin
					write_enable <= 1'b1;
				end
		IDLE: begin
					write_enable <= 1'b0;
				end
	endcase
end
always @ (posedge Tick)
begin
	if (!write_enable)
	begin
		TxDone <= 1'b0;
		start_bit <= 1'b1;
		stop_bit <= 1'b0;
	end
	if (write_enable)
	begin
		counter <= counter + 1;
		if (start_bit & !stop_bit)
		begin
			Tx <= 1'b0;
			in_data <= TxData;
		end
		if ((counter == 4'b1111) & (start_bit))
		begin
			start_bit <= 1'b0;
			in_data <= {1'b0,in_data[7:1]};
			Tx <= in_data[0];						 
		end
		if ((counter == 4'b1111) & (!start_bit) & (Bit < NBits - 1))
		begin
			in_data <= {1'b0,in_data[7:1]};
			Bit <= Bit + 1;
			Tx <= in_data[0];
			start_bit <= 1'b0;
			counter <= 4'b0000;
		end
		if ((counter == 4'b1111) & (Bit == NBits - 1) & (!stop_bit))
		begin 
			Tx <= 1'b1;
			counter <= 4'b0000;
			stop_bit <= 1'b1;
		end
		if ((counter == 4'b1111) & (Bit == NBits - 1) & (stop_bit))
		begin
			Bit <= 4'b0000;
			TxDone <= 1'b1;
			counter <= 4'b0000;
		end
	end
end
always @ (posedge Clk or negedge Rst_n)
begin
	if (!Rst_n)
	begin
		R_edge <= 2'b00;
	end
	else
	begin
		R_edge <= {R_edge[0], TxEn};
	end
end
assign D_edge = !R_edge[1] & R_edge[0];
endmodule
==> metrics.json <==
{
  "status": {"value": "finished clean"},
  "ys_ff": {"value": 62},
  "cp_slowest_stage_delay": {"value": 0.61, "unit": "ns"},
  "grt_pass1_wl": {"value": 6920, "unit": "µm"},
  "post_synth_num_cell_types": {"value": 36},
  "vias_in_the_first_global_route": {"value": 1547},
  "drc_errors": {"value": 0},
  "place_congestion": {"value": 0.832},
  "floorplan.die_area": {"value": 5300, "unit": "µm²"},
  "worst-slew-pin-transition": {"value": 0.615, "unit": "ns"},
  "enable_flop_cells": {"value": 29},
  "postSynth.topFlopCell": {"value": "edfxtp_1"},
  "io_buffers": {"value": 11},
  "globalRouteTotalUtil": {"value": 0.181},
  "leakagePower": {"value": 1.11, "unit": "nW"},
  "cp-start-kind": {"value": "register"},
  "area_growth_syn_to_layout": {"value": 12.9, "unit": "%"},
  "tns": {"value": 0, "unit": "ns"},
  "tritoncts.num_buffers": {"value": 5},
  "post_synth_inst_count": {"value": 198},
  "hold_path_class": {"value": "reg2reg"},
  "avgViaCountPerCell": {"value": 5.22},
  "cts_root_buffer": {"value": "clkbuf_8"},
  "p_sw_frac": {"value": 0.190},
  "total_switching_power": {"value": 0.000104, "unit": "W"},
  "synth_top_cell_by_area": {"value": "edfxtp_1"},
  "grt_antenna_before_repair": {"value": 0},
  "dp.cells": {"value": 276},
  "cts_tree": {"value": "done"},
  "io_pins": {"value": 12},
  "most-common-layout-cells": {"value": "edfxtp_1, nor2_1, dfrtp_1, nand3_1, xnor2_1"},
  "fp-utilization": {"value": 0.524},
  "power.share.sequential": {"value": 0.479},
  "antenna_cells_inserted": {"value": 0},
  "fin_worst_skew": {"value": 0.00206, "unit": "ns"},
  "final_common_cell": {"value": "edfxtp_1"},
  "finalCriticalPeriod": {"value": 2.21, "unit": "ns"},
  "cell_type_group_with_the_largest_total_delay_on_the_critical_path": {"value": "simple AND/OR/NAND/NOR gates"},
  "power_report.internal_total": {"value": 0.000445, "unit": "W"},
  "r2r_end": {"value": "I_BAUDGEN.baudRateReg[2]$_DFF_PN0_"},
  "max_cap_violations": {"value": 0},
  "max_clock_freq": {"value": 0.453, "unit": "GHz"},
  "syn-mean-instance-area": {"value": 12.7, "unit": "µm²"},
  "ir_worst_vdd": {"value": 0.215, "unit": "mV"},
  "hold_ws": {"value": 0.372, "unit": "ns"},
  "fin_cells": {"value": 284},
  "path_depth": {"value": 4},
  "rows": {"value": 25},
  "cts_repair_resize_count": {"value": 0},
  "hold-path-endpoint": {"value": "I_RS232TX.R_edge[1]$_DFF_PN0_"},
  "min_delay_path_depth": {"value": 0},
  "final.fill_count": {"value": 389},
  "first_pass_iters": {"value": 4},
  "warnings": {"value": 28},
  "synthTopCellsByArea": {"value": "edfxtp_1, dfrtp_1, dfxtp_1, xnor2_1, ha_1"},
  "layout-drive-gt1-share": {"value": 0.0783},
  "detailedPlacementHpwl": {"value": 2830, "unit": "µm"},
  "final_core_utilization": {"value": 0.591},
  "crit_slowest_cell": {"value": "nor4_4"},
  "worst_reg2reg_setup_slack": {"value": 2.29, "unit": "ns"},
  "timing.critical_path.to_type": {"value": "register"},
  "power_frac_clock": {"value": 0.506},
  "min_period_over_period": {"value": 0.491},
  "count_of_endpoints_without_a_timing_constraint": {"value": 71},
  "postSynth.asyncResetShare": {"value": 0.339},
  "detailedRoute.firstIterationViolations": {"value": 53},
  "unclocked_regs": {"value": 33},
  "cts-htree-levels": {"value": 2},
  "power_density": {"value": 194, "unit": "nW/µm²"},
  "combinationalPowerShare": {"value": 0.015},
  "crit_path_cell_trace": {"value": "or4_4 -> nor4_4 -> buf_4 -> nor2_1"},
  "globalRouteOverflowTotal": {"value": 0},
  "vias": {"value": 1483},
  "post_cts_buffers": {"value": 0},
  "clock_network_latency_to_the_later_pin_of_the_worst_skew_pair": {"value": 0.28, "unit": "ns"},
  "wl": {"value": 3930, "unit": "µm"},
  "worst_ep_arrival_time": {"value": 2.37, "unit": "ns"},
  "ant_nets": {"value": 0},
  "ys_cells": {"value": 198},
  "synthesis.area": {"value": 2510, "unit": "µm²"},
  "yosysWarningCount": {"value": 11},
  "finalSetupViolCount": {"value": 0},
  "worst-path-buf-inv": {"value": 1},
  "worstHoldStart": {"value": "I_RS232TX.R_edge[0]$_DFF_PN0_"},
  "clk_transition_reported_paths": {"value": 0.06, "unit": "ns"},
  "netlist.area_leader.share": {"value": 0.347},
  "worst_r2r_startpoint": {"value": "I_BAUDGEN.baudRateReg[5]$_DFF_PN0_"},
  "final-max-slew-violation-count": {"value": 0},
  "timing.final.hold_violations": {"value": 0},
  "die-width": {"value": 72.8, "unit": "µm"},
  "timing.setup.critical_path_class": {"value": "reg2reg"},
  "ff2ff_path_depth": {"value": 4},
  "grt_setup_unrepaired": {"value": "false"},
  "grt_start_max_net_pins": {"value": 27},
  "post_cts_hold_buffer_count": {"value": 0},
  "die_height": {"value": 72.8, "unit": "µm"},
  "floorplan.core_area": {"value": 4790, "unit": "µm²"},
  "clockBufferDepth": {"value": 2},
  "max-slew-margin-rel": {"value": 0.587},
  "required": {"value": 4.66, "unit": "ns"},
  "cp_max_fo": {"value": 26},
  "wl_per_cell": {"value": 13.8, "unit": "µm"},
  "yosys.stat.chipArea": {"value": 2510, "unit": "µm²"}
}
[layer usage]
metal  GRT usage  wire length (µm)
met2       0.263              1760
met4      0.0283                57
met1       0.304              1870
met3      0.0546               245
met5           0                 0
[state kept, by name, indices dropped and copies added, names as in the netlist]
register,count
I_BAUDGEN.baudRateReg,16
I_RS232TX.counter,4
I_RS232RX.start_bit,1
I_RS232RX.counter,4
I_RS232RX.RxDone,1
I_RS232TX.R_edge,2
I_RS232TX.start_bit,1
I_RS232TX.TxDone,1
I_RS232RX.Bit,5
I_RS232RX.Read_data,8
I_RS232TX.stop_bit,1
I_RS232RX.State,2
I_RS232TX.Tx,1
I_RS232TX.Bit,5
I_RS232TX.State,1
I_RS232RX.read_enable,1
I_RS232RX.RxData,8
[final cells by class]
| cell class | count | area, µm² | share of cell area |
|---|---|---|---|
| Multi-Input combinational cell | 122 | 818 | 0.289 |
| Sequential cell | 62 | 1630 | 0.577 |
| Inverter | 11 | 41.3 | 0.0146 |
| Clock buffer | 6 | 82.6 | 0.0292 |
| Tap cell | 67 | 83.8 | 0.0296 |
| Clock inverter | 2 | 37.5 | 0.0133 |
| Timing Repair Buffer | 14 | 133 | 0.0469 |
[worst max path at each step]
stage,startpoint,end,slack (ns)
after CTS,I_BAUDGEN.baudRateReg[5]$_DFF_PN0_,I_BAUDGEN.baudRateReg[2]$_DFF_PN0_,2.27
final,I_BAUDGEN.baudRateReg[5]$_DFF_PN0_,I_BAUDGEN.baudRateReg[2]$_DFF_PN0_,2.29
after global routing,I_BAUDGEN.baudRateReg[5]$_DFF_PN0_,I_BAUDGEN.baudRateReg[1]$_DFF_PN0_,2.12
[stage by stage]
step	instance area (µm²)	power, W	setup WS, ns
after floorplan	2510	0.000270	2.26
after global placement	2710	0.000276	2.32
after detailed placement	2710	0.000277	2.28
after CTS	2830	0.000556	2.27
after global routing	2830	0.000567	2.12
final	2830	0.000550	2.29
[cell families after synthesis]
kind of cell / share of synthesized area
xor+xnor: 0.0804
mux: 0.00399
other cells: 0.00150
buf+inv: 0.0215
simple gates: 0.166
latches: 0.00599
flops: 0.646
fa+ha+maj: 0.0399
compound gates: 0.0349
[power groups by stage]
| stage | combinational (W) | clock, W | sequential, W |
|---|---|---|---|
| finish | 0.00000821 | 0.000278 | 0.000263 |
| CTS | 0.00000866 | 0.000284 | 0.000263 |
| global route | 0.00000966 | 0.000294 | 0.000263 |
[cell usage after synthesis, types with 3 or more instances]
master    count
o21a_1        3
dfrtp_1      19
ha_1          8
nor2_1       21
xnor2_1      12
inv_1        11
nor3_1        3
nand2_1      10
nand4_1       4
edfxtp_1     29
and2_1        4
nor2b_1       4
xor2_1       11
dfxtp_1      11
nand3_1      13
o21ai_0       5
nand4b_1      4
Power and IR drop assume default switching activity.
